==> /design/flow/config.mk <==
export PLATFORM = sky130hd
export DESIGN_NAME = question_8
export DESIGN_NICKNAME = question_8
export VERILOG_FILES = /design/flow/design.v
export SDC_FILE = /design/flow/constraint.sdc
export NUM_CORES = 4
export LEC_CHECK = 1
export CORE_UTILIZATION = 50
export SYNTH_HDL_FRONTEND = slang
==> /design/flow/constraint.sdc <==
current_design question_8

set clk_period 6.1
set clk_io_pct 0.2

create_clock -name clk0 -period $clk_period [get_ports {clk}]

set non_clock_inputs [all_inputs -no_clocks]
set_input_delay [expr $clk_period * $clk_io_pct] -clock clk0 $non_clock_inputs
set_output_delay [expr $clk_period * $clk_io_pct] -clock clk0 [all_outputs]
==> /design/flow/design.v <==
`timescale 1ns / 1ps
module question_8 (
    input  wire        clk,
    input  wire        reset,
    input  wire signed [15:0] in_data,
    output reg  signed [31:0] acc,
    output reg         overflow_flag,
    output reg         underflow_flag,
    output reg  signed [15:0] min_val,
    output reg  signed [15:0] max_val,
    output reg  [31:0] cycle_count
);
    reg signed [31:0] acc_next;
    reg overflow_detected;
    always @(posedge clk or posedge reset) begin
        if (reset) begin
            acc              <= 32'sd0;
            min_val          <= 16'sh7FFF;  
            max_val          <= 16'sh8000;  
            cycle_count      <= 32'd0;
            overflow_flag    <= 1'b0;
            underflow_flag   <= 1'b0;
            overflow_detected<= 1'b0;
        end else begin
            acc_next = acc + in_data;
            if (!overflow_detected) begin
                cycle_count <= cycle_count + 1;
                if (acc_next > 32'sh7FFFFFFF) begin
                    overflow_flag     <= 1'b1;
                    overflow_detected <= 1'b1;
                end
                else if (acc_next < 32'sh80000000) begin
                    underflow_flag    <= 1'b1;
                    overflow_detected <= 1'b1;
                end
                else begin
                    acc <= acc_next;
                    if (in_data < min_val)
                        min_val <= in_data;
                    if (in_data > max_val)
                        max_val <= in_data;
                end
            end
        end
    end
endmodule
==> /design/flow/run.sh <==
#!/bin/bash
# OpenROAD 26Q1-2900-gdf79404cd8, Yosys 0.63+post, stock flow scripts
make -C /OpenROAD-flow-scripts/flow DESIGN_CONFIG=/design/flow/config.mk WORK_HOME=/design/flow/orfs finish
==> summary.txt <==
Flow results are below.

- The clock H-tree reported by CTS has 3 levels.
- The I/O pin total is 116, for reference.
- The flow ran to the end, and the final reports show no timing, DRC or antenna violations.
- Per the run summary, max-cap violations total 0.
- The buffers inserted during post-CTS setup optimization is 0, for reference.
- The number of clock sinks is just under 100, for reference.
- The routed via count is about 5200, for reference.
- The die is approximately 120 um tall.
- The setup path with the least slack is of type primary input to flip-flop.
- By count the netlist is led by sky130_fd_sc_hd__dfrtp_1, sky130_fd_sc_hd__nand2_1, sky130_fd_sc_hd__ha_1.
- The commonest register cell is sky130_fd_sc_hd__dfrtp_1.
- Setup repair after global routing left no endpoint under its margin.
- The number of antenna repair diodes is 0, for reference.
- For flop-to-flop paths, the worst setup slack is 3.22 ns.
- The cell count after synthesis came out at 669.
- The largest total area in the synthesized netlist belongs to sky130_fd_sc_hd__dfrtp_1.
- OpenSTA lists the critical path endpoint as max_val[13].
- The max-slew headroom at the worst pin is 0.5300, for reference.
- The final number of hold-violating endpoints is 0, for reference.
- The count of buffering cells on the critical path with inverters included is 2, for reference.
- The area added between synthesis and finish is 24.07%, for reference.
- The share of synthesized area in the top cell type comes to 0.3153.
- In this build the clock could be raised as far as about 260 MHz.
- The floorplan step defined a die boundary enclosing between 0.01 and 0.015 mm^2.
- The via count of the first global-routing pass is 5066, for reference.
- Per the finish-stage timing summary, setup violations number 0.
- The static leakage is 3.588 nW, for reference.
- The critical path's slowest stage uses the library cell sky130_fd_sc_hd__clkdlybuf4s50_1.
- By area the synthesized netlist is led by sky130_fd_sc_hd__dfrtp_1, sky130_fd_sc_hd__ha_1, sky130_fd_sc_hd__dfstp_2.
- The synthesized area per cell is between 9 and 10 um^2, for reference.
- TritonCTS built the clock tree.
- According to the report, the first pass of detailed routing completed in 4 iterations.
- The post-cts hold buffer count is 0, for reference.
- Per the OpenROAD floorplan log, the area of the core is approximately 0.013 mm^2.
- The arrival time at the worst endpoint is between 4 and 5 ns, for reference.
- Clock tree synthesis selected as its root buffer the cell sky130_fd_sc_hd__clkbuf_16.
- The horizontal die dimension reported for this design is 116.1 um.
- Per STA, the worst path accumulates the most delay in the family buffers and inverters.
- The switching power share of the total is 0.3750, for reference.
- The final-layout setup total negative slack is 0 ns, for reference.
- The share of layout cells above drive strength 1 is 0.1141, for reference.
- The longest individual stage delay on the worst path is about 0.63 ns, for reference.
- The number of cells on the worst reg-to-reg path is 9, for reference.
- Dividing the final minimum period by the clock period gives 0.6402.
- The part of the total power dissipated in the clock network is 0.150, for reference.
- Per STA, the worst path is made up of clkdlybuf4s50_1 -> buf_4 -> ha_1 -> nand2_1 -> nor3_1 -> nand2_1 -> a21oi_1 -> o41ai_4 -> nor2_4 -> mux2_2.
- Row generation in the floorplan step produced around 41 rows.
- The last weighted congestion value of the routability-driven placer is roughly 0.9, for reference.
- The most common cell in the synthesized netlist is sky130_fd_sc_hd__dfrtp_1.
- The worst min-delay path category is flip-flop to flip-flop, for reference.
- The count of buffers inserted at the top-level ports is between 100 and 150, for reference.
- The critical path endpoint has a required time of about 6.3 ns.
- The floorplan step records an initial core utilization of 0.5136.
- The synthesis report lists the Yosys warning total as 0.
- Per the layout area report, the combinational gate area comes to 0.003754 mm^2.
- In the synthesis report, Yosys lists the chip area as between 0.006 and 0.007 mm^2.
- The highest supply drop recorded on VDD is approximately 320 uV.
- TritonRoute reported its final design rule violation total as 0.
- The combinational share of power is 0.562, for reference.
- The largest net degree at the start of global routing is between 50 and 60, for reference.
- Once detail routing completed, the nets flagged for antenna violations numbered 0.
- The terminus of the critical flop-to-flop path is min_val[15], for reference.
- The sort of element at the end of the critical path is a flip-flop, for reference.
- The number of gates resized after cts is 0, for reference.
- The clock-pin slew reported for the worst setup and hold paths after clock tree synthesis is roughly 0.07 ns, for reference.
- The final max-slew violation count is 0, for reference.
- The synthesized design contains 0 enable-type register cells.
- In the placement report, post-DP HPWL is listed as 11.46 mm.
- The number of inserted filler cells in the final layout is approximately 1000, for reference.
- The minimum period implied by the final worst setup slack is just under 4 ns, for reference.
- The post-route total power is 3.906 mW, for reference.
- In this run the worst setup path begins at in_data[15].
- The global-route wire length before repair is approximately 25 mm, for reference.
- For this run the aggregate overflow at the end of global routing stands at 0.
- In this run the deepest clock path goes through 2 buffers.
- The cell type with the highest occurrence count on the critical path is sky130_fd_sc_hd__nand2_1, for reference.
- Overall routing resource usage recorded by global route was 0.2441.
- The first routing iteration left around 260 violations.
- In this run, distinct cell masters in the synthesized netlist total 64.
- The startpoint type of the worst setup path is a primary input, for reference.
- The post-detailed-route via-to-cell ratio is 5.478, for reference.
- Per the detailed-route log, wirelength across all metal layers totals around 15 mm.
- The switching power of the nets is roughly 1.5 mW, for reference.
- The report lists the power per cell area as roughly 480 mW/mm^2.
- Dividing the detail-routed wire length by the instance count gives between 15 and 20 um.
- After layout, the setup clock skew is reported as 0.005753 ns.
- In this run the cell area of the synthesized design comes to approximately 0.0065 mm^2.
- After synthesis, the share of flip-flops with an asynchronous set or reset is 1.000.
- Summing all flip-flop and latch instances after layout gives ~0.0025 mm^2.
- The cell total in the yosys stat output is approximately 670, for reference.
- The stage-log warning count is 26, for reference.
- The highest net fanout along the worst path is 16, for reference.
- The most critical hold endpoint after final layout shows a slack of 0.3901 ns.
- At the later pin of the worst-skew pair, clock insertion delay measures between 0.3 and 0.4 ns.
- The register area share after synthesis is 0.3799, for reference.
- The power report lists cell-internal power as between 2 and 2.5 mW.
- The slew of the pin with the lowest slew margin is 0.7050 ns, for reference.
- The synthesis stat section lists a flop and latch total of between 90 and 100.
- The instance count on the critical path is 10, for reference.
- The start of the worst register-to-register path is min_val[6], for reference.
- The number of stages on the worst hold path is 0, for reference.
- The initial antenna violation count was 0.
- Of the total power, registers draw 0.287.
- In this run, CTS created clock tree buffers numbering 9.
## through the flow
stage | util | setup slack (ns) | cell area (um^2) | instances
2_1_floorplan | - | 2.344 | 6507 | 669
3_3_place_gp | 0.6132 | 1.985 | 7770 | 936
3_5_place_dp | 0.6132 | 1.873 | 7770 | 936
4_1_cts | 0.6372 | 2.198 | 8074 | 952
5_1_grt | 0.6372 | 1.997 | 8074 | 952
6_report | 0.6372 | 2.195 | 8074 | 952
## power by group through the flow
stage | sequential [mW] | combinational, mW | clock [mW]
CTS | 1.13 | 2.21 | 0.604
global route | 1.16 | 2.47 | 0.625
finish | 1.12 | 2.20 | 0.588
## per-layer routing
layer / global-route usage / vias up / part of all wire
met4: 0.02308 / 0 / 0.0099
met2: 0.3909 / 93 / 0.47
met5: 0 / - / 0
met3: 0.03570 / 9 / 0.040
li1: - / 2607 / -
met1: 0.3783 / 2506 / 0.48
## sequential cells by signal (all words and copies together), names as in the netlist
register	flops
max_val	16
overflow_flag	1
min_val	16
overflow_detected	1
cycle_count	32
acc	32
## cell usage in the layout, fill, tap and decap left out, types with 4 or more instances in the layout
| cell | instances |
|---|---|
| sky130_fd_sc_hd__a211o_1 | 4 |
| sky130_fd_sc_hd__a211oi_1 | 5 |
| sky130_fd_sc_hd__a21boi_0 | 4 |
| sky130_fd_sc_hd__a21o_1 | 20 |
| sky130_fd_sc_hd__a21oi_1 | 50 |
| sky130_fd_sc_hd__and3_1 | 6 |
| sky130_fd_sc_hd__clkbuf_16 | 9 |
| sky130_fd_sc_hd__clkdlybuf4s50_1 | 114 |
| sky130_fd_sc_hd__dfrtp_1 | 81 |
| sky130_fd_sc_hd__dfstp_2 | 16 |
| sky130_fd_sc_hd__ha_1 | 63 |
| sky130_fd_sc_hd__inv_1 | 42 |
| sky130_fd_sc_hd__inv_6 | 5 |
| sky130_fd_sc_hd__mux2_2 | 23 |
| sky130_fd_sc_hd__mux2_4 | 14 |
| sky130_fd_sc_hd__nand2_1 | 69 |
| sky130_fd_sc_hd__nand3_1 | 22 |
| sky130_fd_sc_hd__nand4_1 | 18 |
| sky130_fd_sc_hd__nor2_1 | 32 |
| sky130_fd_sc_hd__nor3_1 | 10 |
| sky130_fd_sc_hd__o211ai_1 | 6 |
| sky130_fd_sc_hd__o21a_1 | 7 |
| sky130_fd_sc_hd__o21ai_0 | 38 |
| sky130_fd_sc_hd__o21bai_1 | 5 |
| sky130_fd_sc_hd__o22ai_1 | 4 |
| sky130_fd_sc_hd__xnor2_1 | 35 |
| sky130_fd_sc_hd__xor2_1 | 19 |
## layout make-up
class | count | share of cell area
inverter | 43 | 0.02030
clock inverter | 7 | 0.009763
tap | 172 | 0.02665
multi-input combinational | 506 | 0.4649
clock buffer | 9 | 0.02789
timing repair buffer | 117 | 0.1441
sequential | 98 | 0.3064
## cell families (layout without fill, tap and decap cells)
logic type,count (synthesis),count (layout),share of synthesized area
buffers and inverters,65,176,0.04326
XOR/XNOR,54,54,0.07268
flip-flops,98,98,0.3799
other,1,1,0.0005763
AND-OR/OR-AND,167,167,0.1705
AND/OR/NAND/NOR,181,181,0.1336
multiplexers,39,39,0.07518
adder cells (fa/ha/maj),64,64,0.1242
## worst min path at each step
stage | from | to | slack, ns
after CTS | overflow_flag | overflow_flag | 0.39
after global routing | overflow_flag | overflow_flag | 0.40
final | overflow_flag | overflow_flag | 0.39
Power figures rest on the tool's default switching activity, not on a simulated workload.
