<file path="design/flow/run.sh">
#!/bin/bash
# OpenROAD 26Q1-2900-gdf79404cd8, Yosys 0.63+post, stock flow scripts
make -C /OpenROAD-flow-scripts/flow DESIGN_CONFIG=/design/flow/config.mk WORK_HOME=/design/flow/orfs finish
</file>
<file path="design/flow/config.mk">
export PLATFORM = sky130hd
export DESIGN_NAME = dadda6x6
export DESIGN_NICKNAME = dadda6x6
export VERILOG_FILES = /design/flow/design.v
export SDC_FILE = /design/flow/constraint.sdc
export NUM_CORES = 4
export LEC_CHECK = 1
export CORE_AREA = 10 10 91 91
export DIE_AREA = 0 0 101 101
export SYNTH_HDL_FRONTEND = slang
</file>
<file path="design/flow/constraint.sdc">
current_design dadda6x6

set clk_period 5.8
set clk_io_pct 0.2

create_clock -name clk0 -period $clk_period

set non_clock_inputs [all_inputs -no_clocks]
set_input_delay [expr $clk_period * $clk_io_pct] -clock clk0 $non_clock_inputs
set_output_delay [expr $clk_period * $clk_io_pct] -clock clk0 [all_outputs]
</file>
<file path="design/flow/design.v">
`timescale 1ns / 1ps
module fa(
    input  A, B, Cin,
    output S, Co
);
    xor xor1(S, A, B, Cin);
    assign Co = (A & B) | (B & Cin) | (Cin & A);
endmodule
module ha(
    input  A, B,
    output S, C
);
    xor x1(S, A, B);
    and x2(C, A, B);
endmodule
module PGGen(output g, p, input a, b);
    and (g, a, b);
    xor (p, a, b);
endmodule
module CLA11(
    output [10:0] sum,
    output        cout,
    input  [10:0] a,
    input  [10:0] b
);
    wire [10:0] g, p;
    wire [65:0] e;
    wire [10:0] c;
    wire        cin;
    assign cin = 1'b0;
    and (e[0], cin, p[0]);
    or  (c[0], e[0], g[0]);
    and (e[1], cin, p[0], p[1]);
    and (e[2], g[0], p[1]);
    or  (c[1], e[1], e[2], g[1]);
    and (e[3], cin, p[0], p[1], p[2]);
    and (e[4], g[0], p[1], p[2]);
    and (e[5], g[1], p[2]);
    or  (c[2], e[3], e[4], e[5], g[2]);
    and (e[6],  cin, p[0], p[1], p[2], p[3]);
    and (e[7],  g[0], p[1], p[2], p[3]);
    and (e[8],  g[1], p[2], p[3]);
    and (e[9],  g[2], p[3]);
    or  (c[3],  e[6], e[7], e[8], e[9], g[3]);
    and (e[10], cin, p[0], p[1], p[2], p[3], p[4]);
    and (e[11], g[0], p[1], p[2], p[3], p[4]);
    and (e[12], g[1], p[2], p[3], p[4]);
    and (e[13], g[2], p[3], p[4]);
    and (e[14], g[3], p[4]);
    or  (c[4],  e[10], e[11], e[12], e[13], e[14], g[4]);
    and (e[15], cin, p[0], p[1], p[2], p[3], p[4], p[5]);
    and (e[16], g[0], p[1], p[2], p[3], p[4], p[5]);
    and (e[17], g[1], p[2], p[3], p[4], p[5]);
    and (e[18], g[2], p[3], p[4], p[5]);
    and (e[19], g[3], p[4], p[5]);
    and (e[20], g[4], p[5]);
    or  (c[5],  e[15], e[16], e[17], e[18], e[19], e[20], g[5]);
    and (e[21], cin, p[0], p[1], p[2], p[3], p[4], p[5], p[6]);
    and (e[22], g[0], p[1], p[2], p[3], p[4], p[5], p[6]);
    and (e[23], g[1], p[2], p[3], p[4], p[5], p[6]);
    and (e[24], g[2], p[3], p[4], p[5], p[6]);
    and (e[25], g[3], p[4], p[5], p[6]);
    and (e[26], g[4], p[5], p[6]);
    and (e[27], g[5], p[6]);
    or  (c[6],  e[21], e[22], e[23], e[24], e[25], e[26], e[27], g[6]);
    and (e[28], cin, p[0], p[1], p[2], p[3], p[4], p[5], p[6], p[7]);
    and (e[29], g[0], p[1], p[2], p[3], p[4], p[5], p[6], p[7]);
    and (e[30], g[1], p[2], p[3], p[4], p[5], p[6], p[7]);
    and (e[31], g[2], p[3], p[4], p[5], p[6], p[7]);
    and (e[32], g[3], p[4], p[5], p[6], p[7]);
    and (e[33], g[4], p[5], p[6], p[7]);
    and (e[34], g[5], p[6], p[7]);
    and (e[35], g[6], p[7]);
    or  (c[7],  e[28], e[29], e[30], e[31], e[32], e[33], e[34], e[35], g[7]);
    and (e[36], cin, p[0], p[1], p[2], p[3], p[4], p[5], p[6], p[7], p[8]);
    and (e[37], g[0], p[1], p[2], p[3], p[4], p[5], p[6], p[7], p[8]);
    and (e[38], g[1], p[2], p[3], p[4], p[5], p[6], p[7], p[8]);
    and (e[39], g[2], p[3], p[4], p[5], p[6], p[7], p[8]);
    and (e[40], g[3], p[4], p[5], p[6], p[7], p[8]);
    and (e[41], g[4], p[5], p[6], p[7], p[8]);
    and (e[42], g[5], p[6], p[7], p[8]);
    and (e[43], g[6], p[7], p[8]);
    and (e[44], g[7], p[8]);
    or  (c[8],  e[36], e[37], e[38], e[39], e[40], e[41], e[42], e[43], e[44], g[8]);
    and (e[45], cin, p[0], p[1], p[2], p[3], p[4], p[5], p[6], p[7], p[8], p[9]);
    and (e[46], g[0], p[1], p[2], p[3], p[4], p[5], p[6], p[7], p[8], p[9]);
    and (e[47], g[1], p[2], p[3], p[4], p[5], p[6], p[7], p[8], p[9]);
    and (e[48], g[2], p[3], p[4], p[5], p[6], p[7], p[8], p[9]);
    and (e[49], g[3], p[4], p[5], p[6], p[7], p[8], p[9]);
    and (e[50], g[4], p[5], p[6], p[7], p[8], p[9]);
    and (e[51], g[5], p[6], p[7], p[8], p[9]);
    and (e[52], g[6], p[7], p[8], p[9]);
    and (e[53], g[7], p[8], p[9]);
    and (e[54], g[8], p[9]);
    or  (c[9],  e[45], e[46], e[47], e[48], e[49], e[50], e[51], e[52], e[53], e[54], g[9]);
    and (e[55], cin, p[0], p[1], p[2], p[3], p[4], p[5], p[6], p[7], p[8], p[9], p[10]);
    and (e[56], g[0], p[1], p[2], p[3], p[4], p[5], p[6], p[7], p[8], p[9], p[10]);
    and (e[57], g[1], p[2], p[3], p[4], p[5], p[6], p[7], p[8], p[9], p[10]);
    and (e[58], g[2], p[3], p[4], p[5], p[6], p[7], p[8], p[9], p[10]);
    and (e[59], g[3], p[4], p[5], p[6], p[7], p[8], p[9], p[10]);
    and (e[60], g[4], p[5], p[6], p[7], p[8], p[9], p[10]);
    and (e[61], g[5], p[6], p[7], p[8], p[9], p[10]);
    and (e[62], g[6], p[7], p[8], p[9], p[10]);
    and (e[63], g[7], p[8], p[9], p[10]);
    and (e[64], g[8], p[9], p[10]);
    and (e[65], g[9], p[10]);
    or  (c[10], e[55], e[56], e[57], e[58], e[59], e[60], e[61], e[62], e[63], e[64], e[65], g[10]);
    xor (sum[0], p[0], cin);
    xor x[10:1](sum[10:1], p[10:1], c[9:0]);
    buf (cout, c[10]);
    PGGen pggen[10:0](g[10:0], p[10:0], a[10:0], b[10:0]);
endmodule
module dadda6x6(
    input  [5:0]  a, b,
    output [11:0] prod
);
    wire [35:0] pp_flat;
    genvar i, j;
    generate
        for (i = 0; i < 6; i = i + 1) begin : GEN_PP_ROW
            for (j = 0; j < 6; j = j + 1) begin : GEN_PP_COL
                assign pp_flat[i*6 + j] = a[j] & b[i];
            end
        end
    endgenerate
    wire [14:1] fa_s, fa_c;
    wire [6:1]  ha_s, ha_c;
    fa fa1(.A(pp_flat[(0)*6 + (5)]), .B(pp_flat[(1)*6 + (4)]), .Cin(pp_flat[(2)*6 + (3)]), .S(fa_s[1]), .Co(fa_c[1]));
    fa fa2(.A(pp_flat[(1)*6 + (5)]), .B(pp_flat[(2)*6 + (4)]), .Cin(pp_flat[(3)*6 + (3)]), .S(fa_s[2]), .Co(fa_c[2]));
    fa fa3(.A(pp_flat[(2)*6 + (5)]), .B(pp_flat[(3)*6 + (4)]), .Cin(pp_flat[(4)*6 + (3)]), .S(fa_s[3]), .Co(fa_c[3]));
    ha ha1(.A(pp_flat[(0)*6 + (4)]), .B(pp_flat[(1)*6 + (3)]), .S(ha_s[1]), .C(ha_c[1]));
    ha ha2(.A(pp_flat[(3)*6 + (2)]), .B(pp_flat[(4)*6 + (1)]), .S(ha_s[2]), .C(ha_c[2]));
    ha ha3(.A(pp_flat[(4)*6 + (2)]), .B(pp_flat[(5)*6 + (1)]), .S(ha_s[3]), .C(ha_c[3]));
    fa fa4(.A(ha_s[1]), .B(pp_flat[(2)*6 + (2)]), .Cin(pp_flat[(3)*6 + (1)]), .S(fa_s[4]), .Co(fa_c[4]));
    fa fa5(.A(ha_c[1]), .B(fa_s[1]), .Cin(ha_s[2]), .S(fa_s[5]), .Co(fa_c[5]));
    fa fa6(.A(fa_c[1]), .B(ha_c[2]), .Cin(fa_s[2]), .S(fa_s[6]), .Co(fa_c[6]));
    fa fa7(.A(fa_c[2]), .B(ha_c[3]), .Cin(fa_s[3]), .S(fa_s[7]), .Co(fa_c[7]));
    fa fa8(.A(fa_c[3]), .B(pp_flat[(3)*6 + (5)]), .Cin(pp_flat[(4)*6 + (4)]), .S(fa_s[8]), .Co(fa_c[8]));
    ha ha4(.A(pp_flat[(0)*6 + (3)]), .B(pp_flat[(1)*6 + (2)]), .S(ha_s[4]), .C(ha_c[4]));
    wire [10:0] to_FA0, to_FA1;
    fa fa9 (.A(ha_s[4]), .B(pp_flat[(2)*6 + (1)]), .Cin(pp_flat[(3)*6 + (0)]),    .S(to_FA0[3]),  .Co(to_FA1[4]));
    fa fa10(.A(ha_c[4]), .B(fa_s[4]), .Cin(pp_flat[(4)*6 + (0)]),    .S(to_FA0[4]),  .Co(to_FA1[5]));
    fa fa11(.A(fa_c[4]), .B(fa_s[5]), .Cin(pp_flat[(5)*6 + (0)]),    .S(to_FA0[5]),  .Co(to_FA1[6]));
    fa fa12(.A(fa_c[5]), .B(fa_s[6]), .Cin(ha_s[3]),     .S(to_FA0[6]),  .Co(to_FA1[7]));
    fa fa13(.A(fa_c[6]), .B(fa_s[7]), .Cin(pp_flat[(5)*6 + (2)]),    .S(to_FA0[7]),  .Co(to_FA1[8]));
    fa fa14(.A(fa_c[7]), .B(fa_s[8]), .Cin(pp_flat[(5)*6 + (3)]),    .S(to_FA0[8]),  .Co(to_FA1[9]));
    fa fa15(.A(pp_flat[(4)*6 + (5)]), .B(pp_flat[(5)*6 + (4)]), .Cin(fa_c[8]),   .S(to_FA0[9]),  .Co(to_FA1[10]));
    ha ha5(.A(pp_flat[(0)*6 + (2)]), .B(pp_flat[(1)*6 + (1)]), .S(to_FA0[2]), .C(to_FA1[3]));
    assign to_FA0[0]  = pp_flat[(0)*6 + (0)];
    assign to_FA1[0]  = 1'b0;
    assign to_FA0[1]  = pp_flat[(0)*6 + (1)];
    assign to_FA1[1]  = pp_flat[(1)*6 + (0)];
    assign to_FA1[2]  = pp_flat[(2)*6 + (0)];
    assign to_FA0[10] = pp_flat[(5)*6 + (5)];
    CLA11 fast_adder1(
        .sum(prod[10:0]),
        .cout(prod[11]),
        .a(to_FA0),
        .b(to_FA1)
    );
endmodule
</file>
==> run notes <==
Results of the run.

Per the layout report, the design carries 675 filler cells. The buffer_ports step reported a buffer count of 24. The netlist area before placement is 1060 um^2.

The static leakage is 0.778 nW. The final cell area excluding filler cells is 1560 um^2. The die boundary width is 101 um. The average wire per standard cell is 9.78 um. The total power draw is 0.000293 W. The stat command in Yosys gives a chip area of 1060 um^2. The number of max-cap violations is 0.

The data required time of the worst path is 4.64 ns. The number of top-level design ports is 24. Looking at the global route congestion table, the highest-usage layer is met1.

The clock buffer count in the final layout is 0. The share of total power dissipated in combinational logic is 100.0%. The global route stage reports its total congestion overflow as 0. The cell count after synthesis is 126. In the global route stage, met3 resource usage came out at 1.25%. The cell type that accounts for the most area after synthesis is sky130_fd_sc_hd__fa_1.

Antenna repair during routing inserted a diode count of 0. The measured slew at the worst slew-check pin is 0.379 ns. The final weighted congestion recorded by global placement is 0.835.

The class of the worst hold path is in2out. The commonest cells after synthesis are sky130_fd_sc_hd__and2_1 (26), sky130_fd_sc_hd__inv_1 (24), sky130_fd_sc_hd__fa_1 (16), sky130_fd_sc_hd__ha_1 (16), sky130_fd_sc_hd__nand2_1 (13). In this run, the number of DRC markers left after iteration 0 of detailed routing was 22. Dividing the final minimum period by the clock period gives 97.3%. The global-route usage over all layers is 4.61%. By area the synthesized netlist is led by sky130_fd_sc_hd__fa_1 (30%), sky130_fd_sc_hd__ha_1 (19%), sky130_fd_sc_hd__and2_1 (15%). The data arrival time at the worst-slack endpoint is 4.49 ns. Setup repair after global routing left no endpoint under its margin.

The ratio of cells with drive above 1 in the final layout is 23.8%. STA lists the maximum fanout along the critical path as 5. The number of global-route vias before repair is 879. Entering global routing, the biggest net connects 7 pins. The tightest slew margin relative to the limit is 74.7%. The number of routed nets with antenna violations is 0.

The internal power of the cells is 0.000171 W. The met2 usage is 6.58%. The via count normalized by instance count is 3.81. The first global-routing pass estimated 4030 um of wire. Per the run report, area growth between synthesis and finish was 47.4%. The die is 101 um tall. The post-DP HPWL is 2180 um. Summed over all nets, the switching power comes to 0.000122 W.

The chip footprint is 10,200 um^2. Counting endpoints that fail hold in the final report gives 0. The cell row count is 29. The kind of start point of the critical path is a primary input. Sequential cells burn 0% of the power. Once placement finished, the instance area stood at 1510 um^2.

In this run the tools logged warnings totalling 33. The final max-slew violation count recorded for this run is 0. For this run, the share of the core covered by cells in the final layout is 24.6%. For this configuration, the core starts out at a cell density of 16.7%. For reference, the post-synthesis area per instance comes to 8.42 um^2. The fmax is 177 MHz. TritonRoute reported its final design rule violation total as 0. In this run the biggest area consumer among cell types represents 30.2% of the synthesized area. Sequential elements use 0% of the synthesized area. The distinct cell type count after synthesis is 23.

The final wirelength is 2400 um. The number of antenna violations at the first check in global routing was 0. The number of cells reported by Yosys stat comes to 126. Per the breakdown, switching nets consume 41.6% of all power. The iteration count of the initial detailed-routing pass is 5. The area of the placeable core is 6350 um^2. The worst IR drop on VDD is 0.0649 mV.

The warning count from the yosys run is 0. The power density normalized to cell area is 188 nW/um^2. The layout report lists the combined flip-flop and latch area as 0 um^2.

The layout sequential cell count is 0. Global routing consumed, on the met1 layer, 7.16% of the routing resources. The share of total power dissipated in the clock network is 0%. The flow ran to the end, and the final reports show no timing, DRC or antenna violations. The type of the worst setup path is in2out. Looking at the gate-level netlist, the highest instance count belongs to sky130_fd_sc_hd__and2_1. Per the detail_route report, the via count comes to 933. The kind of capture point of the worst setup path is a primary output. The clock period could shrink to 5.65 ns. For this run, the final setup violation count is recorded as 0.
-- area by class of cell --
type	count	area (um^2)	share of cell area [%]
inverter	24	90.1	5.76
timing repair buffer	45	374	23.9
tap	77	96.3	6.16
multi-input combinational	99	1000	64.2
-- repair_timing --
action / in CTS / in global routing
hold buffers: 0 / 0
buffers inserted: 3 / 0
gates resized: 35 / 6
hold endpoints to repair: 0 / 0
endpoints found under the setup margin: 6 / 4
pin swaps: 8 / 5
-- kinds of logic (layout without fill, tap and decap cells) --
group / Yosys count / count (layout) / share of synthesized area, %
fa+ha+maj: 32 / 32 / 49.1
simple gates: 51 / 51 / 26.5
xor+xnor: 6 / 6 / 4.95
buf+inv: 27 / 69 / 10.6
compound gates: 10 / 10 / 8.84
-- layout by cell type (no fill, tap or decap) --
cell and count:
sky130_fd_sc_hd__o21bai_1 1, sky130_fd_sc_hd__a21boi_0 1, sky130_fd_sc_hd__buf_4 21, sky130_fd_sc_hd__xnor2_2 1, sky130_fd_sc_hd__nor3_1 1, sky130_fd_sc_hd__fa_1 16, sky130_fd_sc_hd__a311oi_2 1, sky130_fd_sc_hd__xor2_1 2
sky130_fd_sc_hd__and2_1 24, sky130_fd_sc_hd__nand3_1 2, sky130_fd_sc_hd__and2_4 2, sky130_fd_sc_hd__nor2_2 2, sky130_fd_sc_hd__a211oi_1 1, sky130_fd_sc_hd__inv_2 1, sky130_fd_sc_hd__a221oi_1 1, sky130_fd_sc_hd__dlygate4sd2_1 6
sky130_fd_sc_hd__buf_2 4, sky130_fd_sc_hd__inv_1 23, sky130_fd_sc_hd__xnor2_1 3, sky130_fd_sc_hd__nor2b_1 1, sky130_fd_sc_hd__clkdlybuf4s15_2 3, sky130_fd_sc_hd__or4_1 1, sky130_fd_sc_hd__ha_1 14, sky130_fd_sc_hd__o21ai_1 1
sky130_fd_sc_hd__nor3_4 2, sky130_fd_sc_hd__nand2_1 13, sky130_fd_sc_hd__clkdlybuf4s50_1 11, sky130_fd_sc_hd__ha_4 2, sky130_fd_sc_hd__nor2_1 2, sky130_fd_sc_hd__a21oi_1 3, sky130_fd_sc_hd__nand2b_1 1, sky130_fd_sc_hd__a2111oi_4 1
-- routing by layer --
layer,part of all wire [%],vias to the layer above
met5,0,-
met2,43,20
li1,-,476
met3,6.6,0
met4,0,0
met1,50,437
-- worst max-delay path, cell delays in order --
cell	delay [ns]
sky130_fd_sc_hd__clkdlybuf4s50_1	0.42
sky130_fd_sc_hd__and2_1	0.17
sky130_fd_sc_hd__ha_1	0.28
sky130_fd_sc_hd__inv_1	0.07
sky130_fd_sc_hd__fa_1	0.43
sky130_fd_sc_hd__fa_1	0.53
sky130_fd_sc_hd__inv_2	0.04
sky130_fd_sc_hd__ha_4	0.26
sky130_fd_sc_hd__nor2_2	0.04
sky130_fd_sc_hd__a2111oi_4	0.38
sky130_fd_sc_hd__buf_4	0.18
sky130_fd_sc_hd__buf_4	0.10
sky130_fd_sc_hd__nor2_2	0.03
sky130_fd_sc_hd__clkdlybuf4s50_1	0.40
-- final timing paths --
check	start	endpoint	slack [ns]	cells after the start
worst max-delay path	a[1]	prod[6]	0.15	14
worst min-delay path	a[5]	prod[10]	3.02	6
-- through the flow --
step	hold slack [ns]	TNS (ns)	std cells	setup slack (ns)
6_report	3.02	0	245	0.155
3_3_place_gp	3.39	-2.24	242	-0.443
3_5_place_dp	3.40	-2.15	242	-0.412
5_1_grt	3.08	0	245	0.00710
2_1_floorplan	2.50	0	126	0.674
4_1_cts	3.11	0	245	0.00985
-- power groups by stage --
stage | clock [W] | combinational, W | sequential (W)
after CTS | 0 | 0.000291 | 0
after global routing | 0 | 0.000338 | 0
final | 0 | 0.000293 | 0
Power figures rest on the tool's default switching activity, not on a simulated workload.
