==> design/flow/design.v <==
`timescale 1ns / 1ps
module dff_8bit (
    input clk,
    input rst,
    input [7:0] d,
    output reg [7:0] q
);
    always @(posedge clk) begin
        if (rst)
            q <= 8'b0;
        else
            q <= d;
    end
endmodule
module counter_2bit (
    input clk,
    input rst,
    output reg [1:0] count
);
    always @(posedge clk) begin
        if (rst)
            count <= 2'b00;
        else
            count <= count + 1;
    end
endmodule
module mux4to1_8bit (
    input [7:0] in0,
    input [7:0] in1,
    input [7:0] in2,
    input [7:0] in3,
    input [1:0] sel,
    output reg [7:0] out
);
    always @(*) begin
        case (sel)
            2'b00: out = in0;
            2'b01: out = in1;
            2'b10: out = in2;
            2'b11: out = in3;
            default: out = 8'b00000000;
        endcase
    end
endmodule
module top_module (
    input clk,
    input rst,
    input [7:0] in0, in1, in2, in3,
    output [7:0] out
);
    wire [7:0] in_0;
    wire [7:0] in_1;
    wire [7:0] in_2;
    wire [7:0] in_3;
    wire [1:0] count;
    dff_8bit u_dff0 (.clk(clk), .rst(rst), .d(in0), .q(in_0));
    dff_8bit u_dff1 (.clk(clk), .rst(rst), .d(in1), .q(in_1));
    dff_8bit u_dff2 (.clk(clk), .rst(rst), .d(in2), .q(in_2));
    dff_8bit u_dff3 (.clk(clk), .rst(rst), .d(in3), .q(in_3));
    counter_2bit u_counter (.clk(clk), .rst(rst), .count(count));
    mux4to1_8bit u_mux (.in0(in_0), .in1(in_1), .in2(in_2), .in3(in_3), .sel(count), .out(out));
endmodule
==> design/flow/run.sh <==
#!/bin/bash
# OpenROAD 26Q1-2900-gdf79404cd8, Yosys 0.63+post, stock flow scripts
make -C /OpenROAD-flow-scripts/flow DESIGN_CONFIG=/design/flow/config.mk WORK_HOME=/design/flow/orfs finish
==> design/flow/config.mk <==
export PLATFORM = sky130hd
export DESIGN_NAME = top_module
export DESIGN_NICKNAME = top_module
export VERILOG_FILES = /design/flow/design.v
export SDC_FILE = /design/flow/constraint.sdc
export NUM_CORES = 4
export LEC_CHECK = 1
export CORE_AREA = 10 10 100 100
export DIE_AREA = 0 0 110 110
export SYNTH_HDL_FRONTEND = slang
==> design/flow/constraint.sdc <==
current_design top_module

set clk_period 1.8
set clk_io_pct 0.2

create_clock -name clk0 -period $clk_period [get_ports {clk}]

set non_clock_inputs [all_inputs -no_clocks]
set_input_delay [expr $clk_period * $clk_io_pct] -clock clk0 $non_clock_inputs
set_output_delay [expr $clk_period * $clk_io_pct] -clock clk0 [all_outputs]
==> run summary <==
The flow completed. Post-route fraction of the period consumed by the critical path landed at 106%. Share of synthesized area occupied by flip-flops and latches landed at 57.4%. The report lists the cells along the critical path as inv_4 > ha_4 > buf_12 > a222oi_1 > mux2i_1 > buf_2. Violation count after the first detailed-routing iteration landed at 40. In the final report, the number of hold violations comes to 0.

Total cell area at the placement stage landed at 1720 um2. Placeable core region landed at 7810 um2. In the routed netlist, the antenna diode instances number 0. The most common cell in the synthesized netlist is sky130_fd_sc_hd__dfxtp_1. Total length of routed wires landed at 2900 um. TritonCTS built the clock tree. Number of buffer and inverter stages on the critical path landed at 3. Of all cell types, the one taking the most synthesized area is sky130_fd_sc_hd__dfxtp_1. In this run the biggest area consumer among cell types represents 57.4% of the synthesized area.

After synthesis the netlist holds a flip-flop and latch count of 34. Warnings raised by the tools during the run amount to 30. Internal power contribution landed at 0.00122 W.

Per the OpenROAD floorplan log, the height of the die is 110 um. Source-to-sink clock delay at the later pin of the worst-skew pair landed at 0.27 ns. The report counts max-capacitance violations totalling 0. I/O pin count landed at 42.

Actual transition at the worst max-transition pin landed at 0.371 ns. The critical path is of the reg -> out type. Final non-filler cell area landed at 1850 um2.

The min-delay analysis places its worst path in the category reg -> reg. Deepest clock path buffer count landed at 2. Per report_power, the sequential group accounts for 52.7% of the total. Maximum vdd ir drop landed at 0.356 mV. The worst setup path is captured at an output pin. Netlist area before placement landed at 1190 um2. The final reports fail on setup timing. The synthesis report gives the async set-or-reset register share as 0%. For this run the aggregate overflow at the end of global routing stands at 0.

Row count landed at 32. The power report shows net switching accounting for 21.0% of the total. By area the synthesized netlist is led by sky130_fd_sc_hd__dfxtp_1 57%, sky130_fd_sc_hd__nor2b_1 17%, sky130_fd_sc_hd__a222oi_1 6.8%. Input and output buffers added on the ports amount to 41. Worst-case register-to-register setup slack landed at 0.82 ns. Cell count listed in synth_stat.txt landed at 105. Number of warnings reported in the yosys synthesis log landed at 0.

At the worst endpoint, the arrival time is 1.55 ns. Buffers inserted to repair hold after CTS numbered 0. Largest net degree at the start of global routing landed at 35.

Looking at the cell usage after synthesis, the top flip-flop cell is sky130_fd_sc_hd__dfxtp_1. CTS added clock buffers totalling 5. The synthesis run shows the most used standard cells to be 34 x sky130_fd_sc_hd__dfxtp_1, 33 x sky130_fd_sc_hd__nor2b_1, 10 x sky130_fd_sc_hd__inv_1. The final route contains 827 vias. CTS sink count landed at 34.

The final timing report gives a worst setup slack of -0.110 ns. Synthesis handed over a netlist of 105 instances. The final weighted congestion recorded by global placement is 0.718. Detail-routed via count per cell landed at 3.27. The timing report gives the biggest stage delay along the critical path as 0.39 ns.

For this design the ratio of total power to cell area is 837 nW/um2. Total count of max-transition violations in the final report landed at 0. For this run, the total global-route usage over all layers was measured as 4.89%. Number of synthesized flops with an enable pin landed at 0.

Post-detailed-route DRC marker count landed at 0. Die outline area landed at 12,100 um2. Layout overhead on the synthesized area landed at 55.6%. Half-perimeter wire length after placement landed at 2240 um. Across the routed clock network, the largest skew measured is 0.0000388 ns.

Overall die width landed at 110 um. Clock transition at the register clock pins on the worst setup and hold paths after CTS landed at 0.06 ns. Grouping stages by cell kind, the critical path spends the most delay in flip-flops. The flow ran to the end, but the final reports show violations. In this run the remaining antenna-violating nets after routing total 0. The worst setup path is launched from a flop. Clock network fraction of total power landed at 31.9%. The slowest stage of the critical path is the sky130_fd_sc_hd__dfxtp_4 cell. Derived from the worst setup path, the maximum achievable clock frequency is 0.524 GHz. The synthesized netlist has a Yosys-reported chip area of 1190 um2. At the placement stage, the worst setup path has a slack of -0.287 ns.

First-pass iteration count of the detailed router landed at 4. The analysis attributes to cell leakage a power of 0.722 nW. The data required time reported for the critical path is 1.44 ns. Overall power after layout landed at 0.00154 W. The first global-routing pass estimated 4520 um of wire. The finished layout reports a core utilization of 23.6%. CTS placed an instance of sky130_fd_sc_hd__clkbuf_8 at the clock tree root.

Final count of negative-setup-slack endpoints landed at 6. Net switching component of the power landed at 0.000324 W. TritonRoute output was used to compute an average wire per cell of 11.5 um. The initial antenna violation count came to 0. Per the synthesis report, the number of distinct cell types is 10. Final critical-path required period landed at 1.91 ns. H-tree level count landed at 2.

The max-slew check reports its worst relative slack as 75.3%. Cells with a size suffix above 1 make up 17.2% of the layout. In the floorplan report the effective utilization is 15.2%. Per the timing report, the biggest fanout along the worst path comes to 5. The via count of the first global-routing pass was 928. Setup repair after global routing could not meet its margin everywhere.

Combinational share of power landed at 15.4%. Final hold slack landed at 0.489 ns. Mean instance size in the synthesized netlist landed at 11.3 um2.
power by group through the flow:
| stage | Combinational [W] | Sequential [W] | Clock [W] |
|---|---|---|---|
| finish | 0.000238 | 0.000814 | 0.000492 |
| CTS | 0.000237 | 0.000814 | 0.000515 |
| global route | 0.000264 | 0.000819 | 0.000551 |
state kept, by name (all words and copies together) (netlist names):
name / count
u_dff0.q: 8
u_dff1.q: 8
u_dff2.q: 8
u_dff3.q: 8
u_counter.count: 2
repair_timing:
item | CTS | global route
resized | 43 | 0
setup buffers | 0 | 1
setup endpoints to repair | 8 | 8
pin swaps | 9 | 1
endpoints found under the hold margin | 0 | 0
layout by cell type, fill, tap and decap left out:
cell,count
sky130_fd_sc_hd__clkbuf_1,2
sky130_fd_sc_hd__nor2_1,1
sky130_fd_sc_hd__buf_4,1
sky130_fd_sc_hd__buf_12,2
sky130_fd_sc_hd__mux2i_1,8
sky130_fd_sc_hd__dfxtp_1,32
sky130_fd_sc_hd__clkdlybuf4s50_1,33
sky130_fd_sc_hd__dfxtp_4,2
sky130_fd_sc_hd__clkbuf_8,5
sky130_fd_sc_hd__buf_2,8
sky130_fd_sc_hd__inv_1,8
sky130_fd_sc_hd__buf_6,2
sky130_fd_sc_hd__a222oi_1,8
sky130_fd_sc_hd__ha_4,4
sky130_fd_sc_hd__inv_4,2
sky130_fd_sc_hd__nor2b_1,33
per-stage QoR:
| stage | TNS (ns) | cells |
|---|---|---|
| 3_5_place_dp | -1.68 | 245 |
| 2_1_floorplan | 0 | 105 |
| 3_3_place_gp | -1.36 | 245 |
| 4_1_cts | -0.285 | 252 |
| 6_report | -0.445 | 253 |
| 5_1_grt | -1.24 | 253 |
path summary, 6_finish.rpt:
| check | cells past startpoint | to | from |
|---|---|---|---|
| worst max-delay path | 6 | out[1] | u_counter.count[1] |
| worst min-delay path | 1 | u_counter.count[0] | u_counter.count[0] |
| worst max register to register | 4 | u_counter.count[1] | u_counter.count[1] |
| worst min register to register | 1 | u_counter.count[0] | u_counter.count[0] |
final cells by class:
type,count,area (um2)
fillers,850,5960
flip-flops and latches,34,688
multi-input cells,54,470
repair buffers,46,440
well taps,102,128
clock buffers,7,76.3
inverters,10,42.5
cells by family after synthesis:
group / synth area share, %
AND/OR/NAND/NOR: 17.7
flip-flops: 57.4
buffers and inverters: 7.17
AND-OR/OR-AND: 6.75
multiplexers: 6.75
adder cells (fa/ha/maj): 4.22
metal layers:
| layer | up-vias | wire length [um] | track usage [%] |
|---|---|---|---|
| met5 | - | 0 | 0 |
| met4 | 0 | 24 | 0.743 |
| met1 | 365 | 1150 | 5.69 |
| met2 | 26 | 1470 | 8.17 |
| li1 | 432 | - | - |
| met3 | 4 | 254 | 2.35 |
Power and IR drop assume default switching activity.
